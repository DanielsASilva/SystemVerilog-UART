**./config.mk**
```make
export PLATFORM = sky130hd
export DESIGN_NAME = UART_rx
export DESIGN_NICKNAME = UART_rx
export VERILOG_FILES = /design/flow/design.v
export SDC_FILE = /design/flow/constraint.sdc
export NUM_CORES = 4
export LEC_CHECK = 1
export CORE_UTILIZATION = 40
```
**./constraint.sdc**
```tcl
current_design UART_rx

set clk_period 4.2
set clk_io_pct 0.2

create_clock -name clk0 -period $clk_period [get_ports {clk}]

set non_clock_inputs [all_inputs -no_clocks]
set_input_delay [expr $clk_period * $clk_io_pct] -clock clk0 $non_clock_inputs
set_output_delay [expr $clk_period * $clk_io_pct] -clock clk0 [all_outputs]
```
**./design.v**
```verilog
`timescale 1ns/1ps
module UART_rx #(parameter DATA_SIZE = 8,  
				 parameter STOP_BITS = 2,  
				 parameter SYS_CLK_FREQ = 50000000,
				 parameter BAUD_RATE = 9600,  
				 parameter CLKS_PER_BIT = SYS_CLK_FREQ / BAUD_RATE,
				 parameter MID_SAMPLE = (CLKS_PER_BIT *3) / 2)
			    (input clk,
			     input rst,
			     output logic [7:0] data_out,
			     input  logic data_rx,
			     output logic pkt_drop,
			     output logic rx_busy);
	typedef enum {IDLE, START, DATA, PARITY, STOP} UART_STATE;
	UART_STATE cur_state, next_state;
	reg [DATA_SIZE-1:0] data_receive;
	reg [3:0] bit_count;
	logic [15:0] oversample_counter;
	logic [1:0] stop_counter;
	logic [15:0] baud_counter;
	logic baud_tick;
	logic data_rx_meta, data_rx_sync;
	always_ff @(posedge clk or negedge rst) begin
		if(!rst) begin
			cur_state <= IDLE;
			data_receive <= 8'b0;
			bit_count <= 4'b0;
			oversample_counter <= 16'b0;
			baud_counter <= 16'b0;
			baud_tick <= 1'b0;
			data_out <= 1'b0;
			pkt_drop <=1'b0;
			rx_busy <= 1'b0;
			stop_counter <= 1'b0;
		end else begin
			cur_state <= next_state;
			if(baud_counter == CLKS_PER_BIT - 1) begin
				baud_counter <= 1'b0;
				baud_tick <= 1'b1;
			end else begin
				baud_counter <= baud_counter + 1;
				baud_tick <= 1'b0;
			end
			case(cur_state)
				IDLE: begin
					pkt_drop <= 1'b0;
					oversample_counter <= 16'b0;
					bit_count <= 4'b0;
					if(data_rx_sync == 1'b0) begin
						rx_busy <= 1'b1;
					end
				end
				START: begin
					if(oversample_counter == MID_SAMPLE) begin
						oversample_counter <= 1'b0;
					end else begin
						oversample_counter <= oversample_counter + 1;
					end
				end
				DATA: begin
					if(baud_tick) begin
						data_receive[bit_count] <= data_rx_sync;
						if(bit_count < DATA_SIZE - 1) begin
							bit_count <= bit_count + 1;
						end
					end
				end
				PARITY: begin
					if(baud_tick) begin
					 	if(^data_receive != data_rx_sync) begin
							pkt_drop <= 1'b1;
						end
					end
				end
				STOP: begin
					if(baud_tick) begin
						if(data_rx_sync != 1'b1) begin
							pkt_drop <= 1'b1;
						end
						stop_counter <= stop_counter + 1;
						if(stop_counter == STOP_BITS - 1) begin
							rx_busy <= 1'b0;
							if(!pkt_drop) begin
								data_out <= data_receive;
							end
							stop_counter <= 1'b0;
						end 
					end
				end
				default: ;
			endcase
		end
	end
	always_comb begin
		next_state = cur_state;
		case(cur_state)
			IDLE: begin
				if(data_rx_sync == 1'b0)
					next_state = START;
			end
			START: begin
				if(oversample_counter == MID_SAMPLE) begin
					next_state = DATA;
				end
			end
			DATA: begin
				if(baud_tick)
					if(bit_count == DATA_SIZE - 1) begin
						next_state = PARITY;
					end else begin
						next_state = DATA;
					end
			end
			PARITY: begin
				if(baud_tick) begin
					next_state = STOP;
				end
			end
			STOP: begin
				if(baud_tick) begin
					if(stop_counter == STOP_BITS - 1) begin
						next_state = IDLE;
					end
				end
			end
		endcase
	end
	always_ff @(posedge clk) begin
		data_rx_meta <= data_rx;
		data_rx_sync <= data_rx_meta;
	end
endmodule
```
**./run.sh**
```bash
#!/bin/bash
# OpenROAD 26Q1-2900-gdf79404cd8, Yosys 0.63+post, stock flow scripts
make -C /OpenROAD-flow-scripts/flow DESIGN_CONFIG=/design/flow/config.mk WORK_HOME=/design/flow/orfs finish
```
==> out/qor.yml <==
grt_start_max_net_pins: 33
yosys_cells: 304
vias_per_cell: 5.259
ir_worst_vdd_mv: 0.1771
dpl.hpwl_um: 4029
worstHoldPathCells: 0
cts_tree: "built"
critPathArrivalTime_ns: 1.17
core_area_sq_um: 7727
grt_pass1_wl_um: 10400
path_max_fanout: 3
grt_overflow: 0
clk_pin_slew_worst_paths_ns: 0.07
maxCapViolCount: 0
setup_violations: 0
die_x_um: 91.59
rsz0062_at_grt: "no"
path_delay_family: "buffers and inverters"
place_congestion: 0.8346
clockRootBuffer: "clkbuf_8"
flop_cell: "dfrtp_1"
hold_violations: 0
grt_pass1_vias: 2222
slowest_delay_ns: 0.46
firstDrtPassIters: 4
tightestPinTransition_ns: 0.6811
crit_buf_inv: 1
ys_area_sq_um: 3211
io_buffers: 12
fp-utilization: 0.4155
placementRows: 32
drc: 0
layout_setup_ws_ns: 2.187
end_kind: "output port"
io_pins: 13
die-area_sq_um: 8389
htreeDepth: 3
worst-path-stages: 1
synth_area_per_cell_sq_um: 10.56
wl_per_cell_um: 13.56
grt_use_total: 0.1575
cts_hold_buf: 0
netlist.area_leader.share: 0.4754
synthArstFlopShare: 0.9688
r2r_cells: 6
yosysWarnings: 1
path_class: "flip-flop to output port"
dieHeight_um: 91.59
ctsLongestPathBuffers: 2
finalClockPeriodUsage: 0.4793
vias: 2251
min_path_type: "flip-flop to flip-flop"
fin_worst_skew_ns: 0.01647
pre_cts_ws_ns: 2.375
status: "finished, final reports clean"
total_power_w: 0.001170
routed_wl_um: 5802
numCtsBuffers: 9
antenna_left: 0
drv_slew: 0
num_antenna_cells: 0
drt-initial-drc-count: 66
r2r_setup_slack_ns: 2.36
crit_path_cell_trace: "clkdlybuf4s50_1"
timing.fmax_mhz: 496.7
cts_sinks: 64
cpMaxStageDelayCell: "clkdlybuf4s50_1"
openroad.warnings: 30
seq_area_frac_synth: 0.4961
clock_latency_ns: 0.34
antenna_found_initial: 0
period_needed_ns: 2.013
required_ns: 3.36
ys_types: 59
maxSlewHeadroom: 0.5460
drive_above_1_share: 0.09816
syn-cell-area_sq_um: 3211
dp_cells: 412
ys_ff: 64
syn_to_final_growth_pct: 12.74
fin_setup_tns_ns: 0
leakagePower_nw: 1.575
startpoint_type: "flip-flop"
synth_cells: 304
power_density_nw_per_um2: 323.2
final_cells: 428
post-cts-setup-buffer-count: 0
cts_resized: 0
edf_count: 0
largest_area_cell: "dfrtp_1"
area_leaders: "dfrtp_1 48%, nand2_1 4.8%, mux2_1 3.5%"
stage by stage:
step                      utilization  cell area (sq um)  hold slack, ns
final                          0.4684               3620          0.3294
after global routing           0.4684               3620          0.3329
after CTS                      0.4684               3620          0.3292
after detailed placement       0.4420               3416          0.3128
after global placement         0.4420               3416          0.3162
after floorplan                     -               3211          0.3096
where the power goes:
part,switching [W],internal [W],total (W),leakage (nW)
combinational,0.0000119,0.00000258,0.0000145,0.608
sequential,0.00000175,0.000617,0.000618,0.870
clock,0.000257,0.000280,0.000537,0.0964
cell usage after synthesis, types with 3 or more instances:
cell / count
a21oi_1: 8
a31o_1: 5
a31oi_1: 5
and3_1: 4
buf_2: 3
dfrtp_1: 61
ha_1: 8
inv_1: 17
mux2_1: 10
nand2_1: 41
nand3_1: 16
nand3b_1: 3
nand4_1: 7
nor2_1: 18
nor3_1: 4
o21a_1: 3
o21ai_0: 4
o21ai_1: 4
o22ai_1: 6
o2bb2ai_1: 6
o31ai_1: 3
xnor2_1: 12
xor2_1: 11
logic make-up (layout without fill, tap and decap cells):
group | count (synthesis) | after routing | share of synthesized area
simple gates | 118 | 118 | 0.2089
flops | 64 | 64 | 0.4961
compound gates | 55 | 55 | 0.1220
xor+xnor | 24 | 24 | 0.06976
buf+inv | 24 | 46 | 0.03390
mux | 11 | 11 | 0.03819
fa+ha+maj | 8 | 8 | 0.03118
sequential cells by signal, indices dropped and copies added, names as in the netlist, 2 cells and up:
name,flops
oversample_counter,16
data_out,8
data_receive,8
stop_counter,2
bit_count,4
cur_state,5
baud_counter,16
layout make-up:
cell class	instances	area, sq um
clock buffers	9	123.9
clock inverters	7	80.08
fillers	681	4108
multi-input cells	216	1509
well taps	102	127.6
repair buffers	13	122.6
flip-flops and latches	64	1593
inverters	17	63.81
routing by layer:
| layer | GRT usage | wire length (um) | vias up |
|---|---|---|---|
| met5 | 0 | 0 | - |
| met4 | 0.02513 | 83 | 0 |
| met3 | 0.02041 | 149 | 8 |
| met2 | 0.2425 | 2578 | 30 |
| met1 | 0.2508 | 2990 | 1095 |
| li1 | - | - | 1118 |
path summary, 6_finish.rpt:
| path | start | endpoint |
|---|---|---|
| max | pkt_drop$_DFFE_PN0P_ | pkt_drop |
| min reg2reg | data_rx_meta$_DFF_P_ | data_rx_sync$_DFF_P_ |
| min | data_rx_meta$_DFF_P_ | data_rx_sync$_DFF_P_ |
| max reg2reg | bit_count[0]$_DFFE_PN0P_ | data_receive[4]$_DFFE_PN0P_ |
| min in group asynchronous | rst | data_out[1]$_DFFE_PN0P_ |
| max in group asynchronous | rst | baud_counter[1]$_DFF_PN0_ |
cells in the final DEF, fill, tap and decap left out, drive strengths merged, types with 9 or more instances in the layout:
master and n:
nor2 20, nand3 17, mux2 10, clkbuf 9
dfrtp 61, nand2 42, xor2 11, clkdlybuf4s50 11
xnor2 12, inv 19
Power and IR drop assume default switching activity.
